<file path="design.v">
module debouncer #(
    parameter PRESSED = 1'b1)(
    input wire clk,
    input wire rst,
    input wire en,
    input wire i,
    output reg o);
    localparam RELEASED = !PRESSED;
    enum logic [1:0]{UP, FALLING, DOWN, RISING} state;
    always @(posedge clk or posedge rst) begin
        if(rst) begin
            state <= UP;
            o <= 1'b0;
        end else if(en) begin
            case (state)
                UP: begin
                    if(i == PRESSED)
                        state <= FALLING;
                end
                FALLING: begin
                    if(i == PRESSED) begin
                        state <= DOWN;
                        o <= 1'b1;
                    end else
                        state <= UP;
                end
                DOWN: begin
                    if(i == RELEASED) state <= RISING;
                end
                RISING: begin
                    if(i == RELEASED) begin
                        state <= UP;
                        o <= 1'b0;
                    end else
                        state <= DOWN;
                end
            endcase
        end
    end
endmodule
</file>
<file path="run.sh">
#!/bin/bash
# OpenROAD 26Q1-2900-gdf79404cd8, Yosys 0.63+post, stock flow scripts
make -C /OpenROAD-flow-scripts/flow DESIGN_CONFIG=/design/flow/config.mk WORK_HOME=/design/flow/orfs finish
</file>
<file path="config.mk">
export PLATFORM = sky130hd
export DESIGN_NAME = debouncer
export DESIGN_NICKNAME = debouncer
export VERILOG_FILES = /design/flow/design.v
export SDC_FILE = /design/flow/constraint.sdc
export NUM_CORES = 4
export LEC_CHECK = 1
export CORE_AREA = 10 10 70 70
export DIE_AREA = 0 0 80 80
</file>
<file path="constraint.sdc">
current_design debouncer

set clk_period 1.2
set clk_io_pct 0.2

create_clock -name clk0 -period $clk_period [get_ports {clk}]

set non_clock_inputs [all_inputs -no_clocks]
set_input_delay [expr $clk_period * $clk_io_pct] -clock clk0 $non_clock_inputs
set_output_delay [expr $clk_period * $clk_io_pct] -clock clk0 [all_outputs]
</file>
==> results.py <==
# Physical implementation metrics
metrics = {
    "outcome": {
        "status": "finished clean",
    },
    "clock_network": {
        "clock_latency_ps": 240,
        "clk_pin_slew_worst_paths_ps": 50,
        "root_buffer": "clkbuf_4",
        "h-tree-depth": 1,
        "cts_tree": "built",
        "cts.path.max_buffers": 2,
        "numCtsBuffers": 3,
        "cts.sinks": 5,
    },
    "final_layout": {
        "layout_top_cells": "4 x dfrtp_1, 3 x inv_1, 3 x clkbuf_4, 3 x clkdlybuf4s50_1, 3 x buf_4",
        "finalInstanceArea_um2": 367,
        "area_delta_synth_final_pct": 65.5,
        "layout_top_cell": "dfrtp_1",
        "drive_above_1_share_pct": 30.0,
        "finish.utilization_pct": 10.7,
    },
    "place": {
        "dpl.hpwl_um": 381,
        "placed_cell_area_um2": 334,
        "globalplace.congestion": 0.769,
        "port_buffers": 4,
        "dp_slack_ps": -29.8,
    },
    "setup_path": {
        "crit_fanout": 2,
        "worstPathRequired_ps": 960,
        "cpPeakStageDelay_ps": 360,
        "crit_arrival_ps": 840,
        "worstPathCellList": "dlygate4sd2_1",
        "slowest_stage": "dfrtp_1",
        "cp-start-kind": "flop",
        "critPathTopFamily": "flip-flops",
        "criticalPathCategory": "flop to primary output",
        "end_kind": "primary output",
        "crit_buf_inv": 1,
    },
    "drt": {
        "ant_nets": 0,
        "vias": 186,
        "dr.pass1.iters": 2,
        "drtIter0Drc": 24,
        "antenna_cells": 0,
        "postRouteWirelength_um": 492,
        "wl_per_cell_um": 6.47,
        "routed_via_density": 2.45,
        "drc_errors": 0,
    },
    "global_routing": {
        "grt_max_degree": 6,
        "grt_pass1_vias": 207,
        "grt_overflow": 0,
        "grt_pass1_wl_um": 938,
        "track_usage_pct": 1.97,
        "grt_antenna_before_repair": 0,
    },
    "job": {
        "max_cap_viol_count": 0,
        "warnings": 25,
    },
    "final_timing": {
        "holdWs_ps": 192,
        "hold_viol": 0,
        "final-setup-viol-count": 0,
        "relSlewSlack_pct": 87.7,
        "grt_setup_unrepaired": "no",
        "worst_pin_slew_ps": 184,
        "timing.final.crit_period_ps": 1080,
        "finalCritPeriodShare_pct": 90.1,
        "skew_ps": 5.89,
        "drv_slew": 0,
        "fmax_mhz": 925,
        "finalWorstSetupSlack_ps": 119,
    },
    "synthesis": {
        "netlist_area_um2": 221,
        "yosys-stat-area_um2": 221,
        "synth_flops": 5,
        "synthCells": 19,
        "avgSynthCellArea_um2": 11.7,
        "synth_seq_share_pct": 57.1,
        "yosys_warnings": 1,
        "ys_cells": 19,
        "yosysUniqueCellTypes": 13,
    },
    "power": {
        "power.density_nw_per_um2": 1580,
        "vdd_drop_max_mv": 0.244,
        "power_mw": 0.578,
        "p_leak_nw": 0.154,
    },
    "floorplan": {
        "die_area_um2": 6400,
        "io_pins": 5,
        "core_um2": 3420,
        "fp_util_pct": 6.48,
        "dieHeight_um": 80,
        "rows": 21,
        "fp.dieW_um": 80,
    },
    "worst_hold_path": {
        "min_path_type": "input pin to asynchronous set/reset pin",
    },
}
==> power by group <==
part           leakage, nW  internal [mW]  switching (mW)  total [mW]
clock               0.0150          0.126          0.0689       0.195
sequential          0.0636          0.223          0.0280       0.251
combinational       0.0752         0.0858          0.0471       0.133
==> state kept, by name, indices dropped and copies added, names as in the netlist <==
| name | count |
|---|---|
| state | 4 |
| o | 1 |
==> worst paths after layout <==
kind	depth (start not counted)	slack, ps	end	from
max in group asynchronous	2	760	state[0]$_DFF_PP1_	rst
min reg2reg	1	480	state[3]$_DFF_PP0_	state[1]$_DFF_PP0_
min in group clk0	1	480	state[3]$_DFF_PP0_	state[1]$_DFF_PP0_
max	1	120	o	o$_DFFE_PP0P_
max reg2reg	2	320	state[1]$_DFF_PP0_	state[3]$_DFF_PP0_
min	2	190	state[3]$_DFF_PP0_	rst
==> repair_timing <==
item                       in CTS  in global routing
hold buffers                    0                  0
gates resized                   1                  0
buffers inserted                1                  0
setup endpoints to repair       1                  0
==> worst reg2reg max path, cell delays in order, from the launching register on <==
cell and delay, ps:
dfrtp_1 400, o21a_1 210, o22a_1 150
==> per-layer routing <==
| metal | vias up | global-route usage, % | wire length (um) |
|---|---|---|---|
| li1 | 93 | - | - |
| met1 | 84 | 2.48 | 241 |
| met2 | 9 | 2.01 | 151 |
| met3 | 0 | 2.39 | 100 |
| met4 | 0 | 0.352 | 0 |
| met5 | - | 0 | 0 |
==> synthesized netlist by cell type <==
library cell	count	area, um^2
dfrtp_1	4	100
inv_1	3	11.3
nor2b_1	2	12.5
a211oi_2	1	12.5
a22o_1	1	8.76
a2bb2oi_1	1	8.76
a31oi_1	1	6.26
dfstp_2	1	26.3
nand3_1	1	5.00
nor2b_2	1	8.76
o21a_1	1	7.51
o21ai_1	1	5.00
o22a_1	1	8.76
==> final cells by class <==
class | instances | area (um^2)
fillers | 402 | 3050
flip-flops and latches | 5 | 126
multi-input cells | 11 | 83.8
repair buffers | 7 | 61.3
well taps | 46 | 57.6
clock buffers | 4 | 26.3
inverters | 3 | 11.3
==> cells by family after synthesis <==
logic type | synth area share (%)
compound gates | 26.0
buf+inv | 5.08
flops | 57.1
simple gates | 11.9
==> per-stage QoR <==
| step | instances | TNS (ps) |
|---|---|---|
| after global routing | 76 | 0 |
| after CTS | 76 | 0 |
| after detailed placement | 71 | -39.0 |
| final | 76 | 0 |
| after global placement | 71 | -23.2 |
| after floorplan | 19 | 0 |
Power figures rest on the tool's default switching activity, not on a simulated workload.
