===== /design/flow/run.sh =====
#!/bin/bash
# OpenROAD 26Q1-2900-gdf79404cd8, Yosys 0.63+post, stock flow scripts
make -C /OpenROAD-flow-scripts/flow DESIGN_CONFIG=/design/flow/config.mk WORK_HOME=/design/flow/orfs finish

===== /design/flow/config.mk =====
export PLATFORM = sky130hd
export DESIGN_NAME = data_generator
export DESIGN_NICKNAME = data_generator
export VERILOG_FILES = /design/flow/design.v
export SDC_FILE = /design/flow/constraint.sdc
export NUM_CORES = 4
export LEC_CHECK = 1
export CORE_AREA = 10 10 104 104
export DIE_AREA = 0 0 114 114

===== /design/flow/constraint.sdc =====
current_design data_generator

set clk_period 4.5
set clk_io_pct 0.2

create_clock -name clk0 -period $clk_period [get_ports {clock}]

set non_clock_inputs [all_inputs -no_clocks]
set_input_delay [expr $clk_period * $clk_io_pct] -clock clk0 $non_clock_inputs
set_output_delay [expr $clk_period * $clk_io_pct] -clock clk0 [all_outputs]

===== /design/flow/design.v =====
module data_generator(
  input wire clock,
  input wire srst,
  input wire enable,
  input wire read,
  output reg [31:0] data);
  enum bit {up, down} state;
  always @(posedge clock, posedge srst) begin
    if (srst) begin
      data <= 0;
      state <= down;
    end else if (enable) begin
      case (state)
        up: begin
          if (!read) begin
            state <= down;
          end
        end
        down: begin
          if (read) begin
            state <= up;
            data <= data + 1;
          end
        end
      endcase
    end
  end
endmodule

==> impl_metrics.env <==
# yosys + openroad results
export IMPL_post_layout_period_usage=0.569
export IMPL_htree_num_levels=2
export IMPL_p_per_area_nw_per_um2=310
export IMPL_worst_margin_pin_slew_ps=578
export IMPL_clock_tree_from_tritoncts="built"
export IMPL_internal_power_uw=496
export IMPL_ys_area_sq_um=1550
export IMPL_netSwitchingPower_uw=160
export IMPL_layout_cells_most_common_list="35 x clkdlybuf4s50_1, 32 x dfrtp_1, 16 x xnor2_1"
export IMPL_crit_path_start_kind="primary input"
export IMPL_rsz_0062_raised_after_global_routing="false"
export IMPL_setup_violations=0
export IMPL_drt_first_pass_iters=4
export IMPL_tritoncts_num_buffers=5
export IMPL_antenna_cells=0
export IMPL_syn_cell_area_sq_um=1550
export IMPL_vias=1109
export IMPL_die_h_um=114
export IMPL_worst_slew_margin_rel=0.612
export IMPL_seq_power_share=0.532
export IMPL_postSynthAreaPerCell_sq_um=11.4
export IMPL_ys_flops=33
export IMPL_seqCellArea_sq_um=827
export IMPL_critPathCaptureType="register"
export IMPL_wp_data_required_ps=4700
export IMPL_drc=0
export IMPL_tritoncts_num_sinks=33
export IMPL_detail_route_wl_per_cell_um=12.7
export IMPL_critical_path_max_fanout=12
export IMPL_routed_wirelength_um=3600
export IMPL_postRouteAntennaNets=0
export IMPL_first_global_vias=1142
export IMPL_grt_pass1_wl_um=6180
export IMPL_finClkSkew_ps=3.89
export IMPL_hold_path_depth=1
export IMPL_postSynthSeqShare=0.534
export IMPL_max_clock_freq_ghz=0.390
export IMPL_power_frac_clock=0.338
export IMPL_grt_ovfl_total=0
export IMPL_ctsLongestPathBuffers=2
export IMPL_arrival_ps=2760
export IMPL_min_delay_worst_endpoint="data[31]"
export IMPL_hold_worst_slack_ps=474
export IMPL_post_drt_via_cell_ratio=3.90
export IMPL_cellLeakagePower_nw=0.926
export IMPL_top_level_ports=36
export IMPL_worstRegToRegCells=4
export IMPL_hold_start="data[31]"
export IMPL_rrSetupSlack_ps=2530
export IMPL_hpwl_um=2750
export IMPL_pwr_share_comb=0.130
export IMPL_grt_start_max_net_pins=34
export IMPL_ctsRootBufferMaster="clkbuf_8"
export IMPL_drv_slew=0
export IMPL_crit_reg2reg_capture="data[31]"
export IMPL_final_common_cell="clkdlybuf4s50_1"
export IMPL_finalHoldViolCount=0
export IMPL_drtIter0Drc=55
export IMPL_post_synth_inst_count=136
export IMPL_layout_drive_gt1_share=0.0852
export IMPL_all_layer_global_routing_usage=0.0580
export IMPL_worst_ir_drop_vdd_v=0.000224
export IMPL_maxCapViolCount=0
export IMPL_rows=34
export IMPL_cts_setup_buffers=0
export IMPL_gpl_final_weighted_congestion=0.782
export IMPL_synthToLayoutAreaGrowth_pct=36.5
export IMPL_status="finished, final reports clean"
export IMPL_timing_setup_critical_path_class="in2reg"
export IMPL_clkTransAtPathRegs_ps=60
export IMPL_core_region_area_sq_um=8680
export IMPL_yosysUniqueCellTypes=24
export IMPL_clk_latency_ps=280
export IMPL_timing_final_crit_period_ps=2560
export IMPL_grt_antenna_before_repair=0
export IMPL_die_area_sq_um=13000
export IMPL_die_w_um=114
export IMPL_multi_input_comb_area_sq_um=686
export IMPL_cts_resized_gates=0
export IMPL_synth_stat_cells=136
export IMPL_worst_hold_path_type="reg2reg"
export IMPL_worst_r2r_startpoint="data[4]"
export IMPL_initCoreUtil=0.178
export IMPL_place_port_buffers=35
export IMPL_switching_share=0.244
export IMPL_setup_tns_final_ps=0
export IMPL_n_fill_cell=939
export IMPL_postCtsHoldBufs=0
export IMPL_yosys_warnings=1
export IMPL_warning_count=25
## flip-flops by register name (all words and copies together) (netlist names)
| register | cells |
|---|---|
| data | 32 |
| state | 1 |
## area by class of cell
class | count | area share
Timing Repair Buffer | 36 | 0.169
Inverter | 6 | 0.0107
Sequential cell | 33 | 0.391
Tap cell | 108 | 0.0639
Clock buffer | 7 | 0.0408
Multi-Input combinational cell | 94 | 0.324
## power groups by stage
stage / Clock [mW] / Combinational (mW) / Sequential, mW
finish: 0.222 / 0.0855 / 0.349
CTS: 0.231 / 0.0886 / 0.350
global route: 0.245 / 0.0993 / 0.355
## cell usage after synthesis
master | instances | area share
nor4_2 | 5 | 0.040
nand3_1 | 8 | 0.026
or3_1 | 1 | 0.0040
dfrtp_1 | 32 | 0.52
nand2_1 | 13 | 0.032
nand4_4 | 1 | 0.014
nand4_1 | 9 | 0.036
mux2_1 | 1 | 0.0073
nor4_1 | 2 | 0.0081
and3_1 | 5 | 0.020
and4_1 | 2 | 0.011
dfstp_2 | 1 | 0.017
mux2i_1 | 1 | 0.0065
nor4_4 | 1 | 0.014
and2_1 | 1 | 0.0040
nor3_1 | 6 | 0.019
or4_1 | 1 | 0.0048
clkbuf_1 | 1 | 0.0024
xor2_1 | 15 | 0.085
xnor2_1 | 16 | 0.090
nor2_1 | 5 | 0.012
inv_1 | 6 | 0.015
ha_1 | 1 | 0.0081
buf_2 | 2 | 0.0065
## how the worst max path moves through the flow
stage / start / to / slack (ps) / cells after the start
CTS: enable / data[13] / 1950 / 5
global route: enable / data[23] / 1820 / 5
finish: enable / data[13] / 1940 / 5
## critical path, cell delays in order
cell             delay [ps]
clkdlybuf4s50_1         540
nand3_1                 150
or3_1                   610
nor4_1                  400
xnor2_1                 160
## per-stage QoR
step	util	setup slack, ps	power (mW)	cell area [sq um]	cells
finish	0.244	1940	0.656	2110	284
global route	0.244	1820	0.699	2110	284
CTS	0.244	1950	0.670	2110	284
detailed placement	0.234	1650	0.442	2030	277
global placement	0.234	1670	0.443	2030	277
floorplan	-	2340	0.383	1550	136
## kinds of logic (layout without fill, tap and decap cells)
group | Yosys count | after routing | share of synthesized area
fa+ha+maj | 1 | 1 | 0.00808
buf+inv | 9 | 49 | 0.0234
mux | 2 | 2 | 0.0137
simple gates | 60 | 60 | 0.246
xor+xnor | 31 | 31 | 0.175
flops | 33 | 33 | 0.534
## per-layer routing
layer | track usage | vias to the layer above | share of wire
met3 | 0.0186 | 5 | 0.060
li1 | - | 557 | -
met2 | 0.0904 | 28 | 0.48
met5 | 0 | - | 0
met4 | 0.00835 | 0 | 0.0092
met1 | 0.0790 | 519 | 0.45
No activity file was given, so power comes from the tool's default toggle rates.
