## flow/constraint.sdc

```tcl
current_design adder

set clk_period 14.1
set clk_io_pct 0.2

create_clock -name clk0 -period $clk_period

set non_clock_inputs [all_inputs -no_clocks]
set_input_delay [expr $clk_period * $clk_io_pct] -clock clk0 $non_clock_inputs
set_output_delay [expr $clk_period * $clk_io_pct] -clock clk0 [all_outputs]
```

## flow/run.sh

```bash
#!/bin/bash
# OpenROAD 26Q1-2900-gdf79404cd8, Yosys 0.63+post, stock flow scripts
make -C /OpenROAD-flow-scripts/flow DESIGN_CONFIG=/design/flow/config.mk WORK_HOME=/design/flow/orfs finish
```

## flow/config.mk

```make
export PLATFORM = sky130hd
export DESIGN_NAME = adder
export DESIGN_NICKNAME = adder
export VERILOG_FILES = /design/flow/design.v
export SDC_FILE = /design/flow/constraint.sdc
export NUM_CORES = 4
export LEC_CHECK = 1
export CORE_AREA = 10 10 98 98
export DIE_AREA = 0 0 108 108
```

## flow/design.v

```verilog
module adder #(parameter DATA_WIDTH = 32)(
    input [DATA_WIDTH-1:0]A,
    input [DATA_WIDTH-1:0]B,
    input CI,
    output [DATA_WIDTH-1:0]O,
    output CO);
assign {CO, O} = A + B + CI;
endmodule
```

==> impl_metrics.csv <==
group,metric,value,unit
route,vias,2243,
synth,ys.warnings.count,0,
cells_and_area,ff_count,0,
final_timing,finalSetupTns,0,ns
power,cellLeakagePower,1.21,nW
critical_path,start_kind,"primary input",
clock_network,cts_setup_buffers,0,
critical_path,path_delay_family,"AND-OR/OR-AND gates",
final_timing,setup_slack,5.18,ns
floorplanning,ios,98,
hold_path,worstHoldPathType,"primary input to output pin",
power,switching_share,41.3,%
global_route,grt_pass1_wl,10300,um
power,peakVddDrop,0.0180,mV
power,clockPowerShare,0,%
cells_and_area,syn_to_final_growth,57.4,%
global_route,antenna_found_initial,0,
final_timing,slew_viol_final,0,
global_route,gr-usage-all-layers,10.4,%
floorplanning,die_h,108,um
place,place_area,2920,um2
critical_path,crit_arrival,6.10,ns
clock_network,cts_resized,0,
cells_and_area,drive_above_1_share,3.13,%
floorplanning,core,7650,um2
floorplanning,fp.dieArea,11700,um2
synth,synth_stat.cells,259,
route,wirelength,6340,um
cells_and_area,nClkBuffers,0,
cells_and_area,fin_area,2920,um2
critical_path,path_buffers,2,
place,place_congestion,0.864,
route,highest_layer,"met3",
clock_network,ctsHoldBuffers,0,
synth,ys_area,1850,um2
route,via_per_inst,4.94,
place,port_buffers,98,
power,sequentialPowerShare,0,%
job,maxCapViolations,0,
final_timing,finalClockPeriodUsage,63.2,%
route,wl_met3,566,um
power,combinationalPowerShare,100.0,%
power,intPower,83.8,uW
global_route,grt_max_degree,13,
global_route,first_global_vias,2156,
cells_and_area,instances_no_fill,454,
job,log.warning_count,32,
critical_path,crit_fanout,4,
route,diodes,0,
critical_path,cp.required,11.28,ns
synth,syn_inst,259,
critical_path,cp-end-kind,"output pin",
final_timing,hold_viol_final,0,
synth,synth_seq_share,0,%
route,drt_iter0_drc,71,
final_timing,min_period,8.92,ns
global_route,overflow,0,
route,drt-met1-wl,2910,um
floorplanning,fp_util,24.2,%
place,dp_cells,454,
final_timing,worst_pin_slew,0.743,ns
cells_and_area,fin_util,38.2,%
route,ant_nets,0,
floorplanning,fp.dieW,108,um
final_timing,rsz0062_at_grt,"no",
synth,syn_area,1850,um2
critical_path,crit_chain,"clkdlybuf4s50_1 > fa_1 > fa_1 > a21oi_1 > o32ai_1 > o211ai_2 > a21o_1 > o21ai_2 > a21o_1 > a311oi_1 > clkdlybuf4s50_1",
place,dp_hpwl,5730,um
route,dr_wl_met2,2870,um
final_timing,max_slew_margin,49.8,%
route,drcViolationCount,0,
final_timing,setup_violations,0,
route,drt_pass1_iterations,4,
synth,synth_cell_type_count,52,
power,fin_total_pwr,143,uW
critical_path,crit_type,"primary input to output pin",
power,power-per-cell-area,48.9,nW/um2
critical_path,critPathSlowestCell,"clkdlybuf4s50_1",
place,pre_cts_ws,5.15,ns
status,outcome,"completed",
critical_path,slowest_delay,0.52,ns
final_timing,max_freq,112,MHz
cells_and_area,regArea,0,um2
power,p_sw,58.8,uW
route,wl_per_cell,14.0,um
synth,synth.avg_cell_area,7.16,um2
floorplanning,num_rows,32,
final_timing,whs,6.73,ns
-- synth_stat cells, types with 2 or more instances --
master | n | share of area (%)
xor2_1 | 15 | 7.1
o21ai_1 | 8 | 2.2
and3_1 | 4 | 1.3
nand2_1 | 23 | 4.7
nand4_1 | 8 | 2.7
a21oi_1 | 34 | 9.2
inv_1 | 6 | 1.2
o21bai_1 | 5 | 2.0
a21o_1 | 12 | 4.9
o21a_1 | 4 | 1.6
o211ai_1 | 4 | 1.6
buf_6 | 3 | 1.8
ha_1 | 31 | 21
nor3_1 | 7 | 1.9
a21boi_1 | 2 | 0.81
nand3_1 | 5 | 1.3
a211oi_1 | 6 | 2.4
o31ai_1 | 3 | 1.2
xnor2_1 | 10 | 4.7
a211o_1 | 3 | 1.4
fa_1 | 2 | 2.2
o21ai_0 | 12 | 3.2
or3_1 | 4 | 1.3
nor2_1 | 20 | 4.0
-- layout by cell type (no fill, tap or decap), types with 7 or more instances in the layout --
| cell type | n |
|---|---|
| a21oi_1 | 34 |
| nor2_1 | 20 |
| a21o_1 | 12 |
| nand4_1 | 8 |
| xor2_1 | 15 |
| nor3_1 | 7 |
| xnor2_1 | 10 |
| nand2_1 | 23 |
| clkdlybuf4s50_1 | 98 |
| o21ai_1 | 8 |
| ha_1 | 31 |
| o21ai_0 | 12 |
-- layer usage --
metal,vias up,GRT usage (%)
met2,68,17.2
li1,1172,-
met1,1003,14.3
met4,0,0
met3,0,2.53
met5,-,0
-- area by class of cell --
| cell class | instances | area, um2 |
|---|---|---|
| fillers | 792 | 4730 |
| inverters | 7 | 26.3 |
| multi-input cells | 247 | 1780 |
| well taps | 102 | 128 |
| repair buffers | 98 | 981 |
-- path summary, 6_finish.rpt --
check / start / endpoint / slack (ns) / cells past startpoint
max: A[0] / O[28] / 5.18 / 11
min: CI / O[0] / 6.73 / 3
-- worst min-delay path: cells and delay by family --
family	cells	cell delay, ns
adders and majority gates	1	0.16
buffers and inverters	2	0.93
-- power by group through the flow --
| stage | clock (mW) | sequential, mW | combinational, mW |
|---|---|---|---|
| after CTS | 0 | 0 | 0.145 |
| after global routing | 0 | 0 | 0.159 |
| final | 0 | 0 | 0.143 |
-- logic make-up (layout without fill, tap and decap cells) --
family,count (synthesis),count (layout),share of synthesized area [%]
xor+xnor,25,25,11.8
mux,1,1,0.540
simple gates,83,83,22.9
buf+inv,12,105,3.85
fa+ha+maj,33,33,23.1
compound gates,105,105,37.9
Power and IR drop assume default switching activity.
